**/design/flow/config.mk**
```make
export PLATFORM = sky130hd
export DESIGN_NAME = encoder_bmp
export DESIGN_NICKNAME = encoder_bmp
export VERILOG_FILES = /design/flow/design.v
export SDC_FILE = /design/flow/constraint.sdc
export NUM_CORES = 4
export LEC_CHECK = 1
export CORE_UTILIZATION = 30
```
**/design/flow/constraint.sdc**
```tcl
current_design encoder_bmp

set clk_period 7.1
set clk_io_pct 0.2

create_clock -name clk0 -period $clk_period [get_ports {sys_clk_i}]

set non_clock_inputs [all_inputs -no_clocks]
set_input_delay [expr $clk_period * $clk_io_pct] -clock clk0 $non_clock_inputs
set_output_delay [expr $clk_period * $clk_io_pct] -clock clk0 [all_outputs]
```
**/design/flow/design.v**
```verilog
module encoder_bmp#(
    parameter  BMP_WIDTH = 32'D640,
    parameter  BMP_HEIGHT = 32'D480
)(
    input               sys_clk_i,
    input               sys_rst_n_i,
    output reg          src_data_req_o,   
    input  [7:0]        src_data_i,
    input               encoder_start_i,
    output              encoder_ready_o,
    output              encoder_done_o,
    output reg          bmp_data_vaild_o,
    output reg [7:0]    bmp_data_o
);
parameter           BMP_HEAD_LENGTH = 32'd54;
parameter [ 31 : 0] BMP_LENGTH = BMP_WIDTH * BMP_HEIGHT * 3 + 54;
parameter [ 54 * 8 - 1 : 0] BMP_HEADER = {
    16'h424d,  
    {BMP_LENGTH[7:0],BMP_LENGTH[15:8],BMP_LENGTH[23:16],BMP_LENGTH[31:24]},  
    32'h00000000,  
    32'h36000000,  
    32'h28000000,  
    {BMP_WIDTH[7:0],BMP_WIDTH[15:8],BMP_WIDTH[23:16],BMP_WIDTH[31:24]},  
    {BMP_HEIGHT[7:0],BMP_HEIGHT[15:8],BMP_HEIGHT[23:16],BMP_HEIGHT[31:24]},  
    16'h0100,  
    16'h1800,  
    32'h00000000,  
    32'h00000000,  
    32'hC40E0000,  
    32'hC40E0000,  
    32'h00000000,  
    32'h00000000   
};
enum {IDLE,ENC_HEAD,ENC_DATA,ENC_BYTE,ENC_END} MAIN_STATE;
reg [ 2:0] state;
reg [31:0] enc_cnt;  
reg [16:0] line_cnt;  
assign encoder_ready_o = (sys_rst_n_i &  state == IDLE);
assign encoder_done_o = (state == ENC_END);
always@(posedge sys_clk_i)
    if(!sys_rst_n_i)begin
        bmp_data_vaild_o   <= 1'b0;
        src_data_req_o  <= 1'b0;
        bmp_data_o      <= 8'h00;
        enc_cnt         <= 'd0;
        line_cnt        <= 'd0;
        state           <= IDLE;
    end else 
        case(state)
            IDLE:begin
                if(encoder_start_i)begin
                    enc_cnt         <= 'd0;
                    line_cnt        <= 'd0;
                    src_data_req_o  <= 1'b0;
                    state           <= ENC_HEAD;
                end
            end
            ENC_HEAD:begin
                enc_cnt         <= enc_cnt + 'd1;
                bmp_data_vaild_o   <= 1'b1;
                bmp_data_o      <= BMP_HEADER[(BMP_HEAD_LENGTH - 1 - enc_cnt) * 8 +: 8];
                src_data_req_o  <= (enc_cnt == BMP_HEAD_LENGTH - 2) ? 1'b1 : src_data_req_o;  
                state           <= (enc_cnt == BMP_HEAD_LENGTH - 1) ? ENC_DATA : ENC_HEAD;
            end
            ENC_DATA:begin
                enc_cnt         <= enc_cnt + 'd1;
                bmp_data_vaild_o   <= 1'b1;
                bmp_data_o      <= src_data_i;
                if(line_cnt == BMP_WIDTH * 3 - 1 &&  line_cnt[2:0] != 3'd7 )begin  
                    line_cnt        <= line_cnt + 'd1;
                    src_data_req_o  <= 'd0;
                    state           <= ENC_BYTE;
                end else begin  
                    line_cnt        <= line_cnt == BMP_WIDTH * 3 - 1 ? 'd0 : line_cnt + 1;
                    src_data_req_o  <= (enc_cnt == BMP_LENGTH - 'd1) ? 1'b0 : 1'b1;
                    state           <= (enc_cnt == BMP_LENGTH - 'd1) ? ENC_END : ENC_DATA;
                end
            end
            ENC_BYTE:begin
                line_cnt        <= line_cnt[2:0] == 3'd7 ? 'd0 : line_cnt + 1;
                src_data_req_o  <= (line_cnt[2:0] == 3'd6 & (enc_cnt != BMP_LENGTH) ) ? 1'b1 : src_data_req_o;
                bmp_data_o      <= 8'h00;
                state           <= (line_cnt[2:0] == 3'd7 ) ? (enc_cnt == BMP_LENGTH) ? ENC_END :  ENC_DATA : ENC_BYTE; 
            end
            ENC_END:begin
                bmp_data_vaild_o   <= 1'b0;
                state           <= IDLE;
            end
        endcase
endmodule 
```
**/design/flow/run.sh**
```bash
#!/bin/bash
# OpenROAD 26Q1-2900-gdf79404cd8, Yosys 0.63+post, stock flow scripts
make -C /OpenROAD-flow-scripts/flow DESIGN_CONFIG=/design/flow/config.mk WORK_HOME=/design/flow/orfs finish
```
==> flow_metrics.env <==
# yosys + openroad results
export IMPL_comb_area_mm2=0.002371
export IMPL_drt_iter0_drc=182
export IMPL_slew_viol_final=0
export IMPL_setup_viol=0
export IMPL_ys_warnings_count=1
export IMPL_routed_wl_um=8380
export IMPL_drc=0
export IMPL_startpoint_type="primary input"
export IMPL_track_usage_pct=13.80
export IMPL_io_pin_count=23
export IMPL_rr_worst_depth=7
export IMPL_period_used_pct=59.74
export IMPL_insertion_delay_ns=0.33
export IMPL_die_y_um=114.6
export IMPL_finalHoldViolations=0
export IMPL_antenna_left=0
export IMPL_ys_top_cells_by_area="dfxtp_1 (34%), xor2_1 (8.1%), nor2_1 (6.2%)"
export IMPL_floorplan_core_util_pct=31.16
export IMPL_startpoint="sys_rst_n_i"
export IMPL_synth_most_common_cell="dfxtp_1"
export IMPL_clock_sinks=64
export IMPL_fillers=1235
export IMPL_cp_max_fo=33
export IMPL_min_period_ns=4.241
export IMPL_max_slew_worst_pin_slew_ns=0.6719
export IMPL_top_cells_by_count="dfxtp_1 (64), nor2_1 (63), nand2_1 (49)"
export IMPL_viasPerCell=5.040
export IMPL_maxSlewHeadroom_pct=55.15
export IMPL_hold_depth=1
export IMPL_firstDrtPassIters=4
export IMPL_cts_tree="yes"
export IMPL_p_total_uw=885.4
export IMPL_grt_max_degree=34
export IMPL_async_flop_share_pct=0
export IMPL_hold_ws_ns=0.4725
export IMPL_syn_to_final_growth_pct=16.54
export IMPL_grt_antenna_before_repair=0
export IMPL_min_delay_start="bmp_data_vaild_o"
export IMPL_clk_pin_slew_ns=0.05
export IMPL_seq_area_mm2=0.001281
export IMPL_placed_cells=637
export IMPL_timing_fmax_ghz=0.2358
export IMPL_layout_setup_ws_ns=2.859
export IMPL_rsz0062_at_grt="false"
export IMPL_fin_util_pct=36.31
export IMPL_cp_required_ns=5.68
export IMPL_yosysTopAreaCellShare_pct=33.67
export IMPL_hpwl_um=5714
export IMPL_antenna_cells=0
export IMPL_synth_area_per_cell_um2=8.130
export IMPL_placed_cell_area_mm2=0.004124
export IMPL_synth_seq_cells=64
export IMPL_post_cts_buffers=0
export IMPL_skew_ns=0.006900
export IMPL_vias=3286
export IMPL_final_area_mm2=0.004434
export IMPL_row_count=40
export IMPL_h_tree_depth=3
export IMPL_dieArea_mm2=0.01314
export IMPL_max_cap_viol_count=0
export IMPL_grt_pass1_wl_um=14670
export IMPL_powerDensity_mw_per_mm2=199.7
export IMPL_ir_worst_vdd_mv=0.1263
export IMPL_ctsResizeCount=0
export IMPL_grt_pass1_vias=3010
export IMPL_place_gp_congestion=0.8404
export IMPL_synth_distinct_cells=69
export IMPL_synth_seq_share_pct=33.67
export IMPL_drive_gt1_share_pct=8.884
export IMPL_synthFlopType="dfxtp_1"
export IMPL_grt_overflow_total=0
export IMPL_die_w_um=114.6
export IMPL_yosysCellCount=468
export IMPL_cp_end_kind="primary output"
export IMPL_outcome="finished, final reports clean"
export IMPL_numCtsBuffers=9
export IMPL_reg2reg_from="enc_cnt[1]"
export IMPL_power_leakage_nw=1.590
export IMPL_tool_warnings=30
export IMPL_hold_path_class="reg -> reg"
export IMPL_crit_type="in -> out"
export IMPL_cp_arrival_ns=2.82
export IMPL_port_buffers=22
export IMPL_fin_tns_setup_ns=0
export IMPL_edf_count=0
export IMPL_yosysTopAreaCell="dfxtp_1"
export IMPL_clockBufferDepth=2
export IMPL_cts_root_buffer="clkbuf_16"
export IMPL_pre_cts_ws_ns=2.851
export IMPL_ys_chip_area_mm2=0.003805
export IMPL_wire_per_inst_um=12.85
export IMPL_core_area_mm2=0.01221
export IMPL_fin_cells=652
export IMPL_syn_area_mm2=0.003805
export IMPL_hold_buffers=0
export IMPL_synthCells=468
per-layer routing:
layer	up-vias	wire [um]	GRT usage, %
li1	1690	-	-
met1	1521	4158	21.26
met2	66	3725	20.93
met3	9	399	2.589
met4	0	97	1.645
met5	-	0	0
registers in the layout, summed over array words and instances (netlist names):
register and flops:
enc_cnt 32, line_cnt 17, bmp_data_vaild_o 1, bmp_data_o 8, state 5, src_data_req_o 1
layout by cell type (no fill, tap or decap), drive strengths merged, types with 4 or more instances in the layout:
cell           count
o31ai              4
clkbuf             9
inv                7
o211ai             4
o21ai             29
nor3              11
xnor2              9
nand3             28
nand2             49
or3                6
dfxtp             64
and4               5
nand2b             6
xor2              37
nor2              64
nand4             14
and2               5
nor2b              6
ha                 9
and3               8
clkdlybuf4s50     22
nor4               9
a21oi             25
area by class of cell:
| cell class | instances | share of cell area (%) |
|---|---|---|
| Tap cell | 168 | 4.740 |
| Clock inverter | 6 | 1.919 |
| Timing Repair Buffer | 24 | 5.305 |
| Multi-Input combinational cell | 374 | 53.47 |
| Inverter | 7 | 0.5926 |
| Sequential cell | 64 | 28.89 |
| Clock buffer | 9 | 5.079 |
where the power goes:
| group | internal (mW) | switching (mW) |
|---|---|---|
| Sequential | 0.365 | 0.00598 |
| Combinational | 0.0248 | 0.0269 |
| Clock | 0.304 | 0.159 |
logic make-up (layout without fill, tap and decap cells):
family                     Yosys count  after routing  synth area share (%)
and+or+nand+nor                    225            225                 31.14
buffers and inverters               30             46                 4.110
AOI/OAI and AO/OA                   94             94                 16.94
xor gates and xnor gates            46             46                 11.18
adders and majority gates            9              9                 2.960
DFF                                 64             64                 33.67
final timing paths:
kind / to / slack [ns]
max: encoder_ready_o / 2.86
min: bmp_data_vaild_o / 0.47
max reg2reg: bmp_data_o[6] / 4.54
min reg2reg: bmp_data_vaild_o / 0.47
critical path: stages:
cell and delay (ns):
clkdlybuf4s50_1 0.46, buf_4 0.31, and2_1 0.18, clkdlybuf4s50_1 0.45
Power is estimated from default activity; no workload was simulated.
